==> /design/flow/design.v <==
`timescale 1 ps / 1 ps
module SevenSegment(
 input clk,
 input [3:0] in0, in1, in2, in3,  
 output [6:0]seg, logic dp,  
 output [3:0] an    
 );
localparam N = 18;
logic [N-1:0] count = {N{1'b0}};  
always@ (posedge clk)
	count <= count + 1;
logic [3:0]digit_val;  
logic [3:0]digit_en;   
always@ (*)
 begin
 digit_en = 4'b1111;  
 digit_val = in0;  
  case(count[N-1:N-2])  
   2'b00 :   
    begin
     digit_val = in0;
     digit_en = 4'b1110;
    end
   2'b01:   
    begin
     digit_val = in1;
     digit_en = 4'b1101;
    end
   2'b10:   
    begin
     digit_val = in2;
     digit_en = 4'b1011;
    end
   2'b11:   
    begin
     digit_val = in3;
     digit_en = 4'b0111;
    end
  endcase
 end
logic [6:0] sseg_LEDs; 
always @(*)
 begin 
  sseg_LEDs = 7'b1111111;  
  case(digit_val)
   4'd0 : sseg_LEDs = 7'b1000000;  
   4'd1 : sseg_LEDs = 7'b1111001;  
   4'd2 : sseg_LEDs = 7'b0100100;  
   4'd3 : sseg_LEDs = 7'b0110000;  
   4'd4 : sseg_LEDs = 7'b0011001;  
   4'd5 : sseg_LEDs = 7'b0010010;  
   4'd6 : sseg_LEDs = 7'b0000010;  
   4'd7 : sseg_LEDs = 7'b1111000;  
   4'd8 : sseg_LEDs = 7'b0000000;  
   4'd9 : sseg_LEDs = 7'b0010000;  
   4'd10: sseg_LEDs = 7'b0001000;  
   4'd11: sseg_LEDs = 7'b0000011;  
   4'd12: sseg_LEDs = 7'b1000110;  
   4'd13: sseg_LEDs = 7'b0100001;  
   4'd14: sseg_LEDs = 7'b0000110;  
   4'd15: sseg_LEDs = 7'b0001110;  
   default : sseg_LEDs = 7'b0111111;  
  endcase
 end
assign an = digit_en;
assign seg = sseg_LEDs; 
assign dp = 1'b1;  
endmodule
`timescale 1ns / 1ps
module StepperM(
    input clk,
    input logic en,
    input logic dir,
    input logic [1:0] speed,
    output logic [3:0] outsignal
    );
    typedef enum logic [2:0] {S0,S1,S2,S3,S4} statetype;
    statetype state, nextstate; 
    initial state = S0;
        always_comb
        begin
            case(state) 
            S0:
            begin
                if (dir == 1'b0 && en == 1'b1)
                    nextstate = S1;
                else if (dir == 1'b1 && en == 1'b1)
                    nextstate = S4;
                else 
                    nextstate = S0;
            end  
            S1:
            begin
                if (dir == 1'b0&& en == 1'b1)
                    nextstate = S2;
                else if (dir == 1'b1 && en == 1'b1)
                    nextstate = S4;
                else 
                    nextstate = S0;
            end 
            S2:
            begin
               if (dir == 1'b0&& en == 1'b1)
                    nextstate = S3;
                else if (dir == 1'b1 && en == 1'b1)
                    nextstate = S1;
                else 
                    nextstate = S0;
            end 
            S3:
            begin
                if (dir == 1'b0&& en == 1'b1)
                    nextstate = S4;
                else if (dir == 1'b1 && en == 1'b1)
                    nextstate = S2;
                else 
                    nextstate = S0;
            end
            S4:
            begin          
                if (dir == 1'b0&& en == 1'b1)
                    nextstate = S1;
                else if (dir == 1'b1 && en == 1'b1)
                    nextstate = S3;
                else 
                   nextstate = S0;
            end
            default:
                nextstate = S0; 
            endcase
            end
            always_ff@(posedge clk)
            begin
            if(en == 0 || speed == 2'b00) state <= S0;
            else      state <= nextstate;
            end
        always @ (posedge clk)
        begin
            if (state == S1)
                outsignal = 4'b1100;
            else if (state == S2)
                outsignal = 4'b0110;
            else if (state == S3)
                outsignal = 4'b0011;
            else if (state == S4)
                outsignal = 4'b1001;
            else
                outsignal = 4'b0000;
        end
 endmodule
 module car(
 input clk,
 input logic en,
 input logic dir,
 input logic [1:0] speed,
 input logic  left, right , 
 output logic [3:0] outsignal,
 output logic [1:0] led,
 output [6:0]seg, logic dp,
 output [3:0] an
 );
                localparam Mhz = 5000000;
                localparam N = 22;
                logic [N-1:0] counter;
                logic [3:0] digit;
                logic clknew;
                always@ (posedge clk) 
                begin
                counter <= counter + 1;
                  if (speed == 2'b11)
                  begin
                    if (counter == Mhz)
                    counter <= 0;
                    digit = 4'b0011;
                  end
                  else if (speed == 2'b10)
                  begin
                    if (counter  == 2*Mhz)
                    counter <= 0;
                    digit = 4'b0010;
                  end
                  else if (speed == 2'b01)
                  begin
                    if (counter == 4*Mhz)
                    counter <= 0;
                    digit = 4'b0001;
                  end  
                  else if (speed == 2'b00)
                  begin
                     if (counter == 0)
                     counter <= 0;
                     digit = 4'b0000;
                  end  
                if (counter == 0) 
                     clknew <= 1'b1;
                else clknew <= 1'b0;
                end
                always @ (left)
                    led[1] = left;
                always @ (right)
                    led[0] = right;
     StepperM dut1(clknew, en, dir, speed, outsignal);          
     SevenSegment dut( clknew, digit, 4'b0000, 4'b0000, 4'b0000, seg, dp, an);
    endmodule
==> /design/flow/run.sh <==
#!/bin/bash
# OpenROAD 26Q1-2900-gdf79404cd8, Yosys 0.63+post, stock flow scripts
make -C /OpenROAD-flow-scripts/flow DESIGN_CONFIG=/design/flow/config.mk WORK_HOME=/design/flow/orfs finish
==> /design/flow/config.mk <==
export PLATFORM = sky130hd
export DESIGN_NAME = car
export DESIGN_NICKNAME = car
export VERILOG_FILES = /design/flow/design.v
export SDC_FILE = /design/flow/constraint.sdc
export NUM_CORES = 4
export LEC_CHECK = 1
export CORE_UTILIZATION = 30
export SYNTH_HDL_FRONTEND = slang
==> /design/flow/constraint.sdc <==
current_design car

set clk_period 3.8
set clk_io_pct 0.2

create_clock -name clk0 -period $clk_period [get_ports {clk}]

set non_clock_inputs [all_inputs -no_clocks]
set_input_delay [expr $clk_period * $clk_io_pct] -clock clk0 $non_clock_inputs
set_output_delay [expr $clk_period * $clk_io_pct] -clock clk0 [all_outputs]
==> impl_metrics.ini <==
; physical design summary
[outcome]
status = completed

[placement]
place_hpwl_um = 2320
portBuffers = 18
numPlacedInstances = 293
place_congestion = 0.782

[routing]
drc = 0
n_antenna_cell = 0
vias_per_cell = 4.39
wl_per_cell_um = 9.99
ant_nets = 0
vias = 1304
drtIter0Drc = 42
wirelength_um = 2970
firstDrtPassIters = 4

[clocking]
ctsRootBufferMaster = clkbuf_8
clkSlewWorstSetupHoldPaths_ns = 0.08
insertion_delay_ns = 0.26
hold_buffers = 0
cts_made_buffers = 3
post_cts_buffers = 0
cts_resized = 0
cts-htree-levels = 1
cts_tree = yes
clockBufferDepth = 2

[layout]
areaGrowthSynthToFinish_pct = 13.3
fillCellCount = 649
final_core_util_pct = 35.9
drive_gt1_share_pct = 5.91
final_cell_count_no_fill = 297

[final_timing]
setup_viol = 0
worstMarginPinSlew_ns = 0.721
fin_crit_sh_pct = 55.1
maxSlewViolCount = 0
untimed_endpoints = 35
relSlewSlack_pct = 51.9
fin_skew_ns = 0.00208
fin_hold_ws_ns = 0.470
grt_setup_unrepaired = no
max_freq_mhz = 477
finalHoldViolations = 0
unclocked_regs = 27
setup_tns_ns = 0
layout_min_cycle_time_ns = 2.10

[logic_synthesis]
ys.flop_type = dfxtp_1
synth.top_cells.by_count = dfxtp_1, nor2_1, xnor2_1
yosys_warnings = 0
syn_area_mm2 = 0.00206
yosys.area.top_type = dfxtp_1
synth_top_area_share_pct = 50.6
netlist_instances = 206
top_cells_by_area = dfxtp_1, xnor2_1, nor2_1
synth_cell_types = 31
ys.flops = 52
ys_area_mm2 = 0.00206
async_flop_share_pct = 0
most_common_cell = dfxtp_1
enable_flop_cells = 0
syn_area_per_cell_um2 = 9.99
ys_cells = 206
ys_seq_share_pct = 50.6

[floorplanning]
dieArea_mm2 = 0.00720
ioPinCount = 25
num_rows = 29
fp_util_pct = 31.7
core_mm2 = 0.00649
die_h_um = 84.8
die-width_um = 84.8

[critical_path]
cp_slowest_stage_delay_ns = 0.48
critPathLaunchType = register
path_cells = nand2_1, nor2_1, clkdlybuf4s50_1
critical_path_required_ns = 3.04
cp.depth = 3
cp_data_arrival_time_ns = 1.34
critPathBufInv = 1
rr_worst_depth = 6
cp_slowest_cell = clkdlybuf4s50_1
cp_max_fo = 3
cp-end-kind = primary output
critPathKind = reg2out
cp_top_family = buffers and inverters

[flow_run]
cap_violations = 0
warnings = 26

[global_route]
grt_usage_pct = 8.79
grt_max_degree = 28
grt_pass1_vias = 1137
grt_pass1_wl_um = 5240
grt_overflow = 0
antenna_found_initial = 0

[power]
ir_worst_vdd_uv = 390
p_leak_nw = 0.931
power_density_mw_per_mm2 = 298

[worst_hold_path]
min_path_cells = 1
hold_path.class = reg2reg
-- routing by layer --
layer | track usage (%) | share of wire, % | vias up
met3 | 0.592 | 0.88 | 2
met2 | 12.1 | 42 | 4
li1 | - | - | 703
met4 | 1.08 | 0.77 | 0
met1 | 15.7 | 56 | 595
met5 | 0 | 0 | -
-- state kept, by name (all words and copies together) (netlist names) --
register / cells
dut.count: 18
counter: 22
clknew: 1
digit: 2
dut1.state: 5
dut1.outsignal: 4
-- power breakdown --
group	switching, mW	internal, mW
Sequential	0.0687	0.347
Clock	0.0779	0.0748
Combinational	0.0514	0.0745
Total	0.198	0.497
-- cells in the final DEF (no fill, tap or decap), drive strengths merged --
cell           instances
nand4                  9
inv                    7
ha                     3
nor4b                  1
and2                   2
clkdlybuf4s50         18
dfxtp                 52
nor2b                  1
mux2i                  2
xnor2                 25
and4                   4
nor4                   7
a21oi                  1
conb                   2
xor2                  11
nand2b                 2
nor3                   3
nand2                 17
o21ai                  1
or2                    1
a211oi                 1
clkbuf                 4
nor2                  27
nand3                 16
and3                   3
-- metrics by stage --
step | instance area (µm²) | total power [mW] | setup slack, ns
detailed placement | 2290 | 0.551 | 1.91
CTS | 2330 | 0.705 | 1.70
global placement | 2290 | 0.548 | 1.95
finish | 2330 | 0.695 | 1.70
floorplan | 2060 | 0.507 | 2.18
global route | 2330 | 0.746 | 1.55
-- path summary, 6_finish.rpt --
path,start,slack (ns),end
worst max register to register,counter[0],2.22,counter[1]
worst min-delay path,counter[21],0.47,counter[21]
worst max-delay path,digit[0],1.70,seg[0]
worst min register to register,counter[21],0.47,counter[21]
-- final cells by class --
| cell class | count | area [µm²] | area share (%) |
|---|---|---|---|
| Clock buffer | 4 | 45.0 | 1.93 |
| Sequential cell | 52 | 1040 | 44.7 |
| Timing Repair Buffer | 18 | 180 | 7.73 |
| Inverter | 7 | 26.3 | 1.13 |
| Multi-Input combinational cell | 139 | 942 | 40.4 |
| Tap cell | 77 | 96.3 | 4.13 |
-- cell families (layout without fill, tap and decap cells) --
logic type / after synthesis / in the layout / share of synthesized area, %
simple gates: 93 / 93 / 26.4
fa+ha+maj: 3 / 3 / 1.82
flops: 52 / 52 / 50.6
compound gates: 3 / 3 / 0.851
buf+inv: 15 / 29 / 3.65
mux: 2 / 2 / 0.973
other cells: 2 / 2 / 0.365
xor+xnor: 36 / 36 / 15.3
No activity file was given, so power comes from the tool's default toggle rates.
